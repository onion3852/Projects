==> ./design.v <==
`timescale 1ns/1ps
module sram_16x8 #(
    parameter ADDR_WIDTH = 4,
    parameter WORD_DEPTH = 16,
    parameter WORD_WIDTH = 8
)   (
    input [ADDR_WIDTH-1:0] addr,
    input [WORD_WIDTH-1:0] din,
    input                  clk,
    input                  we,
    output [WORD_WIDTH-1:0] dout
    );
reg [WORD_WIDTH-1:0] mem [0:WORD_DEPTH-1];
reg [WORD_WIDTH-1:0] dout;
always @ (posedge clk) begin
    if(!we) begin
        mem[addr] <= din[WORD_WIDTH-1:0];
    end
end
always @ (posedge clk) begin
    if(we) begin
        #1
        dout <= mem[addr];
    end
end
endmodule
==> ./run.sh <==
#!/bin/bash
# OpenROAD 26Q1-2900-gdf79404cd8, Yosys 0.63+post, stock flow scripts
make -C /OpenROAD-flow-scripts/flow DESIGN_CONFIG=/design/flow/config.mk WORK_HOME=/design/flow/orfs finish
==> ./config.mk <==
export PLATFORM = sky130hd
export DESIGN_NAME = sram_16x8
export DESIGN_NICKNAME = sram_16x8
export VERILOG_FILES = /design/flow/design.v
export SDC_FILE = /design/flow/constraint.sdc
export NUM_CORES = 4
export LEC_CHECK = 1
export CORE_UTILIZATION = 30
==> ./constraint.sdc <==
current_design sram_16x8

set clk_period 2.6
set clk_io_pct 0.2

create_clock -name clk0 -period $clk_period [get_ports {clk}]

set non_clock_inputs [all_inputs -no_clocks]
set_input_delay [expr $clk_period * $clk_io_pct] -clock clk0 $non_clock_inputs
set_output_delay [expr $clk_period * $clk_io_pct] -clock clk0 [all_outputs]
==> results.sh <==
# implementation run metrics
export IMPL_outcome="finished clean"
export IMPL_htreeDepth=4
export IMPL_rsz0062_at_grt="false"
export IMPL_die_h_um=133
export IMPL_final_setup_viol_count=0
export IMPL_antenna_found_initial=0
export IMPL_fillerInstances=1436
export IMPL_path_max_fanout=8
export IMPL_power_density_nw_per_um2=786
export IMPL_preCtsSetupSlack_ns=0.254
export IMPL_grt_max_degree=17
export IMPL_fin_cells=522
export IMPL_cts_sinks=136
export IMPL_clkTransAtPathRegs_ns=0.06
export IMPL_ys_seq_elements=136
export IMPL_hp_class="reg2reg"
export IMPL_postCtsSetupBuffers=0
export IMPL_syn2layout_area_growth_pct=24.3
export IMPL_cts_resized=0
export IMPL_syn_area_per_cell_um2=22.3
export IMPL_ir_drop_mv=0.430
export IMPL_ys_warn_count=1
export IMPL_cts_hold_buf=0
export IMPL_criticalPathCategory="in2reg"
export IMPL_hold_path_cell_count=3
export IMPL_num_vias=2472
export IMPL_routed_via_density=4.74
export IMPL_grt_pass1_wl_mm=16.1
export IMPL_n_antenna_cell=0
export IMPL_drv_cap=0
export IMPL_largest_area_cell="edfxtp_1"
export IMPL_synth_seq_share_pct=79.3
export IMPL_detail_route_first_pass_iterations=4
export IMPL_post_dp_hpwl_mm=6.51
export IMPL_slew_viol_final=0
export IMPL_layout_top_cell="edfxtp_1"
export IMPL_io_pins=22
export IMPL_skew_ns=0.00449
export IMPL_fmax_mhz=520
export IMPL_cts_buffer_depth=2
export IMPL_ys_area_um2=5150
export IMPL_wirelength_mm=10.1
export IMPL_gp_congestion=0.791
export IMPL_leakage_nw=2.07
export IMPL_setup_tns_ns=0
export IMPL_drcViolationCount=0
export IMPL_die_w_um=133
export IMPL_yosys_area_top_type_share_pct=79.3
export IMPL_drt_iter0_markers=183
export IMPL_ys_cells=231
export IMPL_drtAntennaViolNets=0
export IMPL_period_used_pct=74.0
export IMPL_worstPathRequired_ns=2.71
export IMPL_fp_util_pct=30.9
export IMPL_yosysUniqueCellTypes=17
export IMPL_period_needed_ns=1.92
export IMPL_crit_path_end_kind="register"
export IMPL_core_area_um2=16600
export IMPL_worstMarginPinSlew_ns=0.584
export IMPL_topCellsByArea="edfxtp_1, mux4_2, a22oi_1, nor2_1, nand2_1"
export IMPL_root_buffer="clkbuf_16"
export IMPL_port_buffers=21
export IMPL_overflow=0
export IMPL_grt_usage_pct=13.3
export IMPL_netlist_instances=231
export IMPL_clk_latency_ns=0.40
export IMPL_dp_cells=490
export IMPL_setup_slack_ns=0.675
export IMPL_startpoint_type="primary input"
export IMPL_slew_headroom_pct=61.0
export IMPL_hold_viol=0
export IMPL_cts_buffers=17
export IMPL_rows=47
export IMPL_drive_gt1_share_pct=31.1
export IMPL_grt_pass1_vias=2917
export IMPL_chipArea_um2=17700
export IMPL_worst_ep_arrival_time_ns=2.04
export IMPL_netlist_area_um2=5150
export IMPL_cts_tree="done"
export IMPL_avgRoutedWirePerCell_um=19.4
export IMPL_warning_count=25
export IMPL_rr_worst_depth=3
export IMPL_final_cell_mix="edfxtp_1, mux4_2, buf_4"
-- registers in the layout, indices dropped and copies added (netlist names) --
signal	flops
dout	8
mem	128
-- final cells by class --
| class | count | area (um^2) | share of cell area, % |
|---|---|---|---|
| sequential | 136 | 4080 | 63.8 |
| multi-input combinational | 84 | 1000 | 15.7 |
| timing repair buffer | 50 | 455 | 7.12 |
| clock buffer | 18 | 429 | 6.71 |
| tap | 220 | 275 | 4.30 |
| clock inverter | 14 | 149 | 2.33 |
-- per-layer routing --
metal / routed length [um] / GRT usage [%] / part of all wire, % / vias to the layer above
met3: 1480 / 10.8 / 15 / 9
met5: 0 / 0 / 0 / -
met1: 3880 / 16.4 / 38 / 1230
met4: 116 / 1.53 / 1.1 / 0
met2: 4640 / 19.4 / 46 / 144
li1: - / - / - / 1089
-- cells by family after synthesis --
kind of cell	after synthesis	share of synthesized area [%]
AND-OR/OR-AND	16	2.33
AND/OR/NAND/NOR	36	3.18
buffers and inverters	11	1.17
flip-flops	136	79.3
multiplexers	32	14.0
-- Yosys cell counts (all sizes together) --
cell	n
nand2	10
nor3	4
nand3b	1
clkbuf	3
nand2b	2
a22oi	16
nor2	14
and2	1
mux4	32
buf	8
or3b	1
or3	1
nor2b	2
edfxtp	136
-- final timing paths --
kind                            slack (ns)       start        end
worst max-delay path                  0.68     addr[2]  mem[5][4]
worst min-delay path                  0.76  mem[14][1]    dout[1]
worst max register to register        1.11   mem[7][4]    dout[4]
worst min register to register        0.76  mem[14][1]    dout[1]
-- power by group --
group / internal [mW] / leakage (nW) / total (mW) / switching, mW
clock: 1.42 / 0.275 / 2.29 / 0.872
combinational: 0.123 / 0.558 / 0.255 / 0.132
sequential: 2.47 / 1.24 / 2.49 / 0.0135
-- worst max-delay path: stages --
cell and delay (ns):
clkdlybuf4s50_1 0.61, or3b_2 0.52, nor2_1 0.19, buf_4 0.19
-- stage by stage --
stage	hold WS (ns)	util (%)	cell area, um^2	power (mW)
final	0.762	38.4	6400	5.03
after floorplan	0.619	-	5150	2.65
after detailed placement	0.755	35.0	5820	2.79
after global routing	0.795	38.4	6400	5.20
after CTS	0.768	38.4	6400	5.08
after global placement	0.752	35.0	5820	2.78
Power is estimated from default activity; no workload was simulated.
