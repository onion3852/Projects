==> flow/design.v <==
`timescale 1ns/1ps
module sram_controller #(
    parameter ADDR_WIDTH = 4,
    parameter WORD_DEPTH = 16,
    parameter WORD_WIDTH = 8,
    parameter WRITE_WAIT = 1,   
    parameter READ_WAIT  = 2    
)   (
    input [ADDR_WIDTH-1:0] haddr,
    input [WORD_WIDTH-1:0] hwdata,
    input                  hclk,
    input                  hwrite,
    input [WORD_WIDTH-1:0] sram_dout,
    output [WORD_WIDTH-1:0] hrdata,
    output                  hready,
    output [ADDR_WIDTH-1:0] sram_addr,
    output [WORD_WIDTH-1:0] sram_din,
    output                  sram_clk,
    output                  sram_we
    );
    reg [ADDR_WIDTH-1:0] r_addr;
    reg [WORD_WIDTH-1:0] r_wdata;
    reg [WORD_WIDTH-1:0] r_rdata;
    reg                  r_ready;
    reg                  r_we;
    reg [1:0] r_wait;   
    reg       r_wr;     
    reg       r_next_phase;
    always @ (posedge hclk) begin
        r_rdata <= sram_dout;
        r_addr  <= haddr;
        if(r_ready) begin
            r_next_phase <= 1'b1;
            r_wait       <= 1'b0;
            r_we         <= 1'b1;   
        end
        else if(!r_ready) begin
            r_wait <= r_wait + 1;
            r_wr <= r_wr;
            if(r_wr) begin
                r_wdata <= hwdata;
            end
        end
    end
    always @ (negedge r_ready) begin
        if(hwrite) begin
            r_wr <= 1'b1;
        end
        else if(!hwrite) begin
            r_wr <= 1'b0;
        end
    end
    always @ (posedge hclk) begin
        if(r_ready && r_next_phase) begin
            r_ready      <= 1'b0;
            r_next_phase <= 1'b0;
        end
    end
    always @ (*) begin
        if((r_wr) && (r_wait == WRITE_WAIT)) begin
            r_we    = 1'b0;
            r_ready = 1'b1;
            r_wait  = 1'b0;
        end
        else if((!r_wr) && (r_wait == READ_WAIT)) begin
            r_we    = 1'b1;
            r_ready = 1'b1;
            r_wait  = 1'b0;
        end
    end
    assign hrdata    = r_rdata;
    assign hready    = r_ready;
    assign sram_din  = r_wdata;
    assign sram_addr = r_addr;
    assign sram_clk  = hclk;
    assign sram_we   = r_we;
endmodule
==> flow/run.sh <==
#!/bin/bash
# OpenROAD 26Q1-2900-gdf79404cd8, Yosys 0.63+post, stock flow scripts
make -C /OpenROAD-flow-scripts/flow DESIGN_CONFIG=/design/flow/config.mk WORK_HOME=/design/flow/orfs finish
==> flow/config.mk <==
export PLATFORM = sky130hd
export DESIGN_NAME = sram_controller
export DESIGN_NICKNAME = sram_controller
export VERILOG_FILES = /design/flow/design.v
export SDC_FILE = /design/flow/constraint.sdc
export NUM_CORES = 4
export LEC_CHECK = 1
export CORE_AREA = 10 10 70 70
export DIE_AREA = 0 0 80 80
==> flow/constraint.sdc <==
current_design sram_controller

set clk_period 1.0
set clk_io_pct 0.2

create_clock -name clk0 -period $clk_period [get_ports {hclk}]

set non_clock_inputs [all_inputs -no_clocks]
set_input_delay [expr $clk_period * $clk_io_pct] -clock clk0 $non_clock_inputs
set_output_delay [expr $clk_period * $clk_io_pct] -clock clk0 [all_outputs]
==> results_dict.tcl <==
# metrics dict for downstream scripts
set metrics [dict create \
    drtIter0Drc 3 \
    rsz0062_at_grt "yes" \
    track_usage_pct 2.61 \
    peakVddDrop_uv 614 \
    async_reset_ff_share_pct 0 \
    end_kind "output pin" \
    finalWorstPathRequiredPeriod_ns 0.977 \
    yosys.cell_types.count 3 \
    numPlacedInstances 93 \
    core-area_mm2 0.00342 \
    ys_ff 12 \
    powerDensity_mw_per_mm2 1750 \
    gp_congestion 0.668 \
    postCtsHoldBufs 0 \
    grt_max_degree 7 \
    chipArea_mm2 0.00640 \
    area_growth_pct 69.3 \
    path_clk_slew_ns 0.07 \
    drt-total-wl_um 905 \
    max_freq_mhz 1020 \
    drtAntennaViolNets 0 \
    critical-path-slowest-cell "dfxtp_2" \
    slew_viol_final 0 \
    die_w_um 80 \
    route.detailed.drc 0 \
    power_uw 980 \
    hold_path_class "in -> reg" \
    synthCells 25 \
    period_used_pct 97.7 \
    drt-pass1-iter-count 3 \
    startpoint "r_addr[3]" \
    ys_cells 25 \
    crit_cells 1 \
    post_cts_buffers 0 \
    ys_seq_share_pct 72.7 \
    wire_per_inst_um 9.23 \
    yosysTopAreaCell "dfxtp_1" \
    max_stage_delay_ns 0.31 \
    log.warning_count 36 \
    diodes 0 \
    yosys.cell_count.top_type "dfxtp_1" \
    die_y_um 80 \
    grt_pass1_vias 268 \
    finalHoldViolCount 0 \
    top_cells_by_area "dfxtp_1 (73%), buf_4 (25%), conb_1 (2.3%)" \
    rows 21 \
    num_vias 216 \
    io_pins 45 \
    routed_via_density 2.20 \
    drive_above_1_share_pct 36.5 \
    grt_pass1_wl_um 1300 \
    antenna_found_initial 0 \
    critPathRequiredTime_ns 0.80 \
    leakagePower_nw 0.255 \
    fp_util_pct 9.67 \
    path_cells "buf_2" \
    drv_cap 0 \
    ys_chip_area_um2 330 \
    enable_flop_cells 0 \
    cp_top_family "flip-flops" \
    synth.avg_cell_area_um2 13.2 \
    place.port_buffers 25 \
    fin_cells 98 \
    status "completed" \
    yosys_warnings 13 \
    common_cells "dfxtp_1 (12), buf_4 (11), conb_1 (2)" \
    critPathCapture "sram_addr[3]" \
    crit_arrival_ns 0.78 \
    cp_max_fo 1 \
    syn_area_um2 330 \
    tns_ns 0 \
    crit_path_start_kind "register" \
    min_from "haddr[3]" \
    ff_type "dfxtp_1" \
    grt_overflow 0 \
    setup_viol_count_final 0 \
    top_cell_area_share_pct 72.7 \
    criticalPathCategory "reg -> out" \
    cts_tree "done" \
    crit_buf_inv 1 \
]
[sequential cells by signal, summed over array words and instances, names as in the netlist]
signal	cells
r_addr	4
r_rdata	8
[area by class of cell]
type | count | area (um^2)
fill | 392 | 2860
sequential | 12 | 241
timing repair buffer | 24 | 180
tap | 46 | 57.6
clock buffer | 6 | 42.5
multi-input combinational | 10 | 37.5
[stage by stage]
step	setup WS [ns]	instance area [um^2]	util, %	hold WS [ns]
finish	0.0230	559	16.4	0.271
global route	-0.0406	559	16.4	0.229
CTS	0.00745	559	16.4	0.259
detailed placement	-0.0674	586	17.1	0.626
global placement	-0.0674	586	17.1	0.626
floorplan	0.202	360	-	0.228
[power by group]
group	total (mW)	switching [mW]	leakage [nW]	internal, mW
Combinational	0.0667	0.0110	0.127	0.0556
Clock	0.405	0.153	0.0269	0.252
Sequential	0.509	0.00542	0.101	0.504
[layout by cell type (no fill, tap or decap)]
master / synthesis / final
dfxtp_2: 0 / 1
conb_1: 2 / 10
clkbuf_4: 0 / 5
buf_2: 0 / 13
dfxtp_1: 12 / 11
clkdlybuf4s50_1: 0 / 12
[layer usage]
metal / wire length [um] / track usage [%]
met2: 482 / 4.17
met1: 317 / 2.37
met5: 0 / 0
met3: 92 / 2.16
met4: 12 / 1.06
[worst min-delay path by stage]
| stage | endpoint | slack [ns] | cells past startpoint |
|---|---|---|---|
| 4_1_cts | r_addr[3] | 0.26 | 1 |
| 5_1_grt | r_rdata[3] | 0.23 | 1 |
| 6_report | r_addr[3] | 0.27 | 1 |
[kinds of logic (layout without fill, tap and decap cells)]
kind of cell | count (synthesis) | in the layout | share of synthesized area, %
other cells | 2 | 10 | 2.27
flops | 12 | 12 | 72.7
buf+inv | 11 | 30 | 25.0
[repair_timing]
action / CTS / global route
setup endpoints to repair: 13 / 12
pin swaps: 0 / 0
gates resized: 40 / 0
Power and IR drop assume default switching activity.
